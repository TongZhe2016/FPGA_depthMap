==> /design/flow/design.v <==
`timescale 1ns/1ps
module hamming_distance
#(
    parameter CENSUS_WIDTH = 8   
)
(
    input wire clk,
    input wire rst_n,
    input wire [CENSUS_WIDTH-1:0] census_left,
    input wire [CENSUS_WIDTH-1:0] census_right,
    input wire valid_in,
    output reg [$clog2(CENSUS_WIDTH+1)-1:0] hamming_dist,
    output reg valid_out
);
reg [CENSUS_WIDTH-1:0] xor_result;
reg valid_stage1;
always @(posedge clk or negedge rst_n) begin
    if (!rst_n) begin
        xor_result <= 0;
        valid_stage1 <= 0;
    end
    else begin
        xor_result <= census_left ^ census_right;
        valid_stage1 <= valid_in;
    end
end
reg [1:0] level1_0, level1_1, level1_2, level1_3;
reg valid_level1;
always @(posedge clk or negedge rst_n) begin
    if (!rst_n) begin
        level1_0 <= 0;
        level1_1 <= 0;
        level1_2 <= 0;
        level1_3 <= 0;
        valid_level1 <= 0;
    end
    else begin
        level1_0 <= xor_result[0] + xor_result[1];
        level1_1 <= xor_result[2] + xor_result[3];
        level1_2 <= xor_result[4] + xor_result[5];
        level1_3 <= xor_result[6] + xor_result[7];
        valid_level1 <= valid_stage1;
    end
end
reg [2:0] level2_0, level2_1;
reg valid_level2;
always @(posedge clk or negedge rst_n) begin
    if (!rst_n) begin
        level2_0 <= 0;
        level2_1 <= 0;
        valid_level2 <= 0;
    end
    else begin
        level2_0 <= level1_0 + level1_1;
        level2_1 <= level1_2 + level1_3;
        valid_level2 <= valid_level1;
    end
end
always @(posedge clk or negedge rst_n) begin
    if (!rst_n) begin
        hamming_dist <= 0;
        valid_out <= 0;
    end
    else begin
        hamming_dist <= level2_0 + level2_1;
        valid_out <= valid_level2;
    end
end
endmodule
module hamming_distance_lut
#(
    parameter CENSUS_WIDTH = 8
)
(
    input wire clk,
    input wire rst_n,
    input wire [CENSUS_WIDTH-1:0] census_left,
    input wire [CENSUS_WIDTH-1:0] census_right,
    input wire valid_in,
    output reg [$clog2(CENSUS_WIDTH+1)-1:0] hamming_dist,
    output reg valid_out
);
wire [CENSUS_WIDTH-1:0] xor_result;
assign xor_result = census_left ^ census_right;
function automatic [$clog2(CENSUS_WIDTH+1)-1:0] popcount;
    input [CENSUS_WIDTH-1:0] bits;
    integer i;
    begin
        popcount = 0;
        for (i = 0; i < CENSUS_WIDTH; i = i + 1) begin
            popcount = popcount + bits[i];
        end
    end
endfunction
always @(posedge clk or negedge rst_n) begin
    if (!rst_n) begin
        hamming_dist <= 0;
        valid_out <= 0;
    end
    else begin
        hamming_dist <= popcount(xor_result);
        valid_out <= valid_in;
    end
end
endmodule
==> /design/flow/run.sh <==
#!/bin/bash
# OpenROAD 26Q1-2900-gdf79404cd8, Yosys 0.63+post, stock flow scripts
make -C /OpenROAD-flow-scripts/flow DESIGN_CONFIG=/design/flow/config.mk WORK_HOME=/design/flow/orfs finish
==> /design/flow/config.mk <==
export PLATFORM = sky130hd
export DESIGN_NAME = hamming_distance_lut
export DESIGN_NICKNAME = hamming_distance_lut
export VERILOG_FILES = /design/flow/design.v
export SDC_FILE = /design/flow/constraint.sdc
export NUM_CORES = 4
export LEC_CHECK = 1
export CORE_AREA = 10 10 70 70
export DIE_AREA = 0 0 80 80
==> /design/flow/constraint.sdc <==
current_design hamming_distance_lut

set clk_period 1.0
set clk_io_pct 0.2

create_clock -name clk0 -period $clk_period [get_ports {clk}]

set non_clock_inputs [all_inputs -no_clocks]
set_input_delay [expr $clk_period * $clk_io_pct] -clock clk0 $non_clock_inputs
set_output_delay [expr $clk_period * $clk_io_pct] -clock clk0 [all_outputs]
==> flow_summary.toml <==
# implementation run metrics
[cts]
root_buffer = "clkbuf_4"
clkTransAtPathRegs_ps = 40
cts-htree-levels = 1
cts_buffers = 3
cts_sinks = 5
cts_buffer_depth = 2
cts_tree = "done"

[route]
drt_iter0_drc = 4
routed_wl_um = 841
vias_per_cell = 2.774
antenna_left = 0
antennaDiodeCount = 0
drc = 0
wire_per_inst_um = 7.934
drt-pass1-iter-count = 2
vias = 294

[layout]
fin_util = 0.2165
syn2layout_area_growth_pct = 103.8
drive_above_1_share = 0.3833

[floorplanning]
rows = 21
num_io_pins = 24
core_area_um2 = 3416
fp_util = 0.1062
die-area_um2 = 6400
chipWidth_um = 80
die_height_um = 80

[timing]
period_used_share = 2.602
tightest_slew_ps = 253.6
final_max_slew_viol_count = 0
setup_ws_ps = -1602
clock.fmax_mhz = 384.4
max_slew_margin = 0.8304
min_period_ps = 2602
finalSetupViolCount = 4
finalHoldViolations = 0
rsz0062_at_grt = "yes"

[yosys]
ys_types = 8
top_area_cell = "dfrtp_1"
synth.cell_area_um2 = 362.8
top_cells_by_area = "dfrtp_1 34%, fa_1 22%, xnor2_1 14%"
synth_flops = 5
syn_area_per_cell_um2 = 11.70
ys_seq_share = 0.3448
yosys_cells = 31
yosys_area_um2 = 362.8
syn_inst = 31
top_area_frac = 0.3448
synth_warnings = 1

[run]
warnings = 28
maxCapViolCount = 0

[worst_setup_path]
crit_arrival_ps = 2730
required_ps = 1130
startpoint_type = "input pin"
critPathKind = "input pin to register"
end_kind = "register"
crit_fanout = 2

[grt]
overflow = 0
grtUsageMet2 = 0.04254
grt_pass1_wl_um = 1269
grt_usage = 0.02384
busiest_layer = "met2"
grt_max_degree = 6
grt_util_met1 = 0.02117
grt_use_met3 = 0.01136
first_global_vias = 328
antenna_found_initial = 0

[place]
numPortBuffers = 23
routabilityCongestion = 0.7130
dp_hpwl_um = 775

[power_and_ir_drop]
leakagePower_nw = 0.3247
p_switching_mw = 0.3701
seq_power_share = 0.245
clkPwrFrac = 0.184
ir_drop_mv = 0.3515
power.density_nw_per_um2 = 1640
sw_frac_of_total = 0.3051
design_power_total_mw = 1.213
comb_power_share = 0.571
internal-power_mw = 0.8429

[status]
violations = "negative setup slack"
status = "complete, but fails checks"

[hold_path]
hp-class = "input pin to async pin"
==> cell families after synthesis <==
family                     count (synthesis)  synth area share
adders and majority gates                  7            0.3242
AOI/OAI and AO/OA                          1           0.01378
DFF                                        5            0.3448
and+or+nand+nor                            1           0.01725
xor gates and xnor gates                   9            0.2173
buffers and inverters                      8           0.08276
==> per-layer routing <==
| layer | vias to the layer above | part of all wire |
|---|---|---|
| met2 | 18 | 0.49 |
| met5 | - | 0 |
| li1 | 146 | - |
| met4 | 0 | 0.027 |
| met1 | 128 | 0.35 |
| met3 | 2 | 0.13 |
==> worst paths after layout <==
kind,start,to,slack [ps]
setup / recovery,census_left[3],hamming_dist[1]$_DFF_PN0_,-1600
hold / removal,rst_n,hamming_dist[3]$_DFF_PN0_,180
max in group asynchronous,rst_n,valid_out$_DFF_PN0_,650
min in group clk0,valid_in,valid_out$_DFF_PN0_,410
==> per-stage QoR <==
| step | cells | hold WS, ps | setup WS (ps) | cell area [um2] | TNS [ps] |
|---|---|---|---|---|---|
| after floorplan | 31 | -95.59 | -1680 | 402.9 | -5922 |
| after global placement | 101 | 424.9 | -2285 | 698.2 | -8461 |
| after detailed placement | 101 | 423.3 | -2290 | 698.2 | -8484 |
| after CTS | 106 | 167.7 | -1697 | 729.5 | -6180 |
| after global routing | 106 | 175.2 | -1663 | 739.5 | -6059 |
| final | 106 | 175.3 | -1602 | 739.5 | -5825 |
==> state kept, by name, summed over array words and instances, names as in the netlist <==
name / cells
hamming_dist: 4
valid_out: 1
==> power by group through the flow <==
| stage | Sequential [mW] | Combinational [mW] | Clock, mW |
|---|---|---|---|
| 4_1_cts | 0.299 | 0.713 | 0.238 |
| 5_1_grt | 0.311 | 0.799 | 0.246 |
| 6_report | 0.298 | 0.692 | 0.223 |
==> worst max-delay path: stages <==
cell and delay (ps):
buf_8 100, xnor2_4 130, fa_1 530, inv_1 50
fa_1 490, inv_2 40, fa_2 410, inv_2 70
ha_4 130, inv_2 30, fa_2 510, inv_1 40
==> placed cells by master (no fill, tap or decap), drive strengths merged <==
master	netlist	routed
fa	4	4
nor2b	1	1
xnor2	6	6
clkbuf	0	6
xor2	3	3
clkdlybuf4s50	0	12
clkdlybuf4s15	0	3
inv	8	8
ha	3	3
a21oi	1	1
buf	0	8
dfrtp	5	5
==> final cells by class <==
type                       count  area [um2]
clock buffer                   4       26.28
fill                         374        2676
inverter                       8       30.03
multi-input combinational     18       262.8
sequential                     5       125.1
tap                           46       57.56
timing repair buffer          25       237.7
==> synthesized netlist by cell type <==
| cell type | n |
|---|---|
| nor2b_1 | 1 |
| a21oi_1 | 1 |
| dfrtp_1 | 5 |
| xor2_1 | 3 |
| xnor2_1 | 6 |
| inv_1 | 8 |
| fa_1 | 4 |
| ha_1 | 3 |
==> repair_timing <==
action | in CTS | in global routing
hold buffers | 0 | 0
buffers inserted | 1 | 1
pin swaps | 7 | 6
resized | 39 | 8
endpoints found under the hold margin | 0 | 0
setup endpoints to repair | 9 | 6
Power and IR drop assume default switching activity.
