$ cat /design/flow/design.v
module census_transform
#(
    parameter WINDOW_SIZE = 3,   
    parameter BIT_WIDTH = 8      
)
(
    input wire clk,
    input wire rst_n,
    input wire [BIT_WIDTH-1:0] center_pixel,
    input wire [(WINDOW_SIZE*WINDOW_SIZE-1)*BIT_WIDTH-1:0] window_pixels_flat,
    output reg [WINDOW_SIZE*WINDOW_SIZE-2:0] census_code,
    output reg valid
);
integer i;
wire [BIT_WIDTH-1:0] pixel_array [0:WINDOW_SIZE*WINDOW_SIZE-2];
genvar g;
generate
    for (g = 0; g < WINDOW_SIZE*WINDOW_SIZE-1; g = g + 1) begin : unpack
        assign pixel_array[g] = window_pixels_flat[(g+1)*BIT_WIDTH-1 : g*BIT_WIDTH];
    end
endgenerate
always @(posedge clk or negedge rst_n) begin
    if (!rst_n) begin
        census_code <= 0;
        valid <= 0;
    end
    else begin
        for (i = 0; i < WINDOW_SIZE*WINDOW_SIZE-1; i = i + 1) begin
            census_code[i] <= (pixel_array[i] >= center_pixel);
        end
        valid <= 1'b1;
    end
end
endmodule
module window_generator
#(
    parameter WIDTH = 320,
    parameter HEIGHT = 240,
    parameter WINDOW_SIZE = 3,
    parameter PIXEL_WIDTH = 8
)
(
    input wire clk,
    input wire rst_n,
    input wire [PIXEL_WIDTH-1:0] pixel_in,
    input wire pixel_valid,
    output reg [WINDOW_SIZE*WINDOW_SIZE*PIXEL_WIDTH-1:0] window_flat,
    output reg window_valid
);
reg [PIXEL_WIDTH-1:0] line_buffer [0:WINDOW_SIZE-2][0:WIDTH-1];
reg [PIXEL_WIDTH-1:0] shift_reg [0:WINDOW_SIZE-1][0:WINDOW_SIZE-1];
integer row_idx, col_idx;
reg [9:0] col_counter;
reg [8:0] row_counter;
always @(posedge clk or negedge rst_n) begin
    if (!rst_n) begin
        col_counter <= 0;
        row_counter <= 0;
        window_valid <= 0;
        window_flat <= 0;
    end
    else if (pixel_valid) begin
        for (row_idx = 0; row_idx < WINDOW_SIZE; row_idx = row_idx + 1) begin
            for (col_idx = 0; col_idx < WINDOW_SIZE-1; col_idx = col_idx + 1) begin
                shift_reg[row_idx][col_idx] <= shift_reg[row_idx][col_idx+1];
            end
        end
        for (row_idx = 0; row_idx < WINDOW_SIZE-1; row_idx = row_idx + 1) begin
            shift_reg[row_idx][WINDOW_SIZE-1] <= line_buffer[row_idx][col_counter];
        end
        shift_reg[WINDOW_SIZE-1][WINDOW_SIZE-1] <= pixel_in;
        for (row_idx = 0; row_idx < WINDOW_SIZE-2; row_idx = row_idx + 1) begin
            line_buffer[row_idx][col_counter] <= line_buffer[row_idx+1][col_counter];
        end
        if (WINDOW_SIZE > 1) begin
            line_buffer[WINDOW_SIZE-2][col_counter] <= pixel_in;
        end
        if (col_counter == WIDTH-1) begin
            col_counter <= 0;
            row_counter <= row_counter + 1;
        end
        else begin
            col_counter <= col_counter + 1;
        end
        if (row_counter >= WINDOW_SIZE-1 && col_counter >= WINDOW_SIZE-1) begin
            window_valid <= 1'b1;
            for (row_idx = 0; row_idx < WINDOW_SIZE; row_idx = row_idx + 1) begin
                for (col_idx = 0; col_idx < WINDOW_SIZE; col_idx = col_idx + 1) begin
                    window_flat[(row_idx*WINDOW_SIZE + col_idx + 1)*PIXEL_WIDTH-1 -: PIXEL_WIDTH] 
                        <= shift_reg[row_idx][col_idx];
                end
            end
        end
        else begin
            window_valid <= 1'b0;
        end
    end
end
endmodule
$ cat /design/flow/run.sh
#!/bin/bash
# OpenROAD 26Q1-2900-gdf79404cd8, Yosys 0.63+post, stock flow scripts
make -C /OpenROAD-flow-scripts/flow DESIGN_CONFIG=/design/flow/config.mk WORK_HOME=/design/flow/orfs finish
$ cat /design/flow/config.mk
export PLATFORM = sky130hd
export DESIGN_NAME = window_generator
export DESIGN_NICKNAME = window_generator
export VERILOG_FILES = /design/flow/design.v
export SDC_FILE = /design/flow/constraint.sdc
export NUM_CORES = 4
export LEC_CHECK = 1
export CORE_UTILIZATION = 30
$ cat /design/flow/constraint.sdc
current_design window_generator

set clk_period 92.7
set clk_io_pct 0.2

create_clock -name clk0 -period $clk_period [get_ports {clk}]

set non_clock_inputs [all_inputs -no_clocks]
set_input_delay [expr $clk_period * $clk_io_pct] -clock clk0 $non_clock_inputs
set_output_delay [expr $clk_period * $clk_io_pct] -clock clk0 [all_outputs]
==> flow_metrics.rpt <==
IMPLEMENTATION SUMMARY REPORT
----------------------------------------------------
[Status]
  Result of the run ........................ aborted with a tool error
  Exit stage ........................ 5_1_grt
  First logged error message ........................ [ERROR GRT-0116] Global routing finished with congestion. Check the congestion regions in the DRC Viewer.

[Synthesis]
  Cell with the most instances after synthesis ........................ sky130_fd_sc_hd__nand2_1
  Synthesis area per yosys ........................ 0.2988 mm^2
  Most numerous cell types in the synthesized netlist ........................ sky130_fd_sc_hd__nand2_1 (5976), sky130_fd_sc_hd__edfxtp_1 (5192), sky130_fd_sc_hd__o21ai_0 (4226), sky130_fd_sc_hd__a22oi_1 (2484), sky130_fd_sc_hd__clkbuf_1 (2431)
  Average instance area after synthesis ........................ 9.414 um^2
  Synth top area share ........................ 52.17%
  Post-synthesis cell area ........................ 0.2988 mm^2
  Flip-flops with a built-in enable ........................ 5192
  Flip-flop and latch count after synthesis ........................ 5284
  Unique cell types ........................ 94
  Instance tally after logic synthesis ........................ 31744
  Post-synthesis sequential area ratio ........................ 52.94%
  Synth Warn # ........................ 3
  Yosys stat cell total ........................ 31744
  Dominant Register Cell ........................ sky130_fd_sc_hd__edfxtp_1
  Cell type with the largest total area ........................ sky130_fd_sc_hd__edfxtp_1
  Synth async-reset ratio ........................ 1.741%
  Biggest area cells ........................ sky130_fd_sc_hd__edfxtp_1 (52%), sky130_fd_sc_hd__nand2_1 (7.5%), sky130_fd_sc_hd__o21ai_0 (7.1%)

[Floorplanning]
  Top Ports ........................ 84
  Vertical extent of the die ........................ 1.000 mm
  FP Rows ........................ 366
  Starting Density ........................ 30.10%
  DIE WIDTH ........................ 1.000 mm

[Place]
  Final weighted congestion in routability-driven placement ........................ 2.425
  DPL Wire Length ........................ 5393 mm
  Input/output buffers ........................ 83

[CTS]
  PostCTS Resize Cnt ........................ 0
  Clock Tree Buf Depth ........................ 5
  Clock root cell ........................ sky130_fd_sc_hd__clkbuf_16
  # clock sinks ........................ 5284
  Count of H-tree levels built during CTS ........................ 6
  Hold buffer count at CTS ........................ 0
  TritonCTS Buffers ........................ 661
  Setup fix buffers added after clock tree synthesis ........................ 0

[Global route]
  First-pass GRT wire length ........................ 7764 mm
  Number of global-route vias before repair ........................ 447066
  Pin count of the biggest net entering global routing ........................ 73
  Overflow left after global routing ........................ 317232
  GRT Resource Usage Total ........................ 137.0%

----------------------------------------------------
[cells by family after synthesis]
logic type | synth area share (%)
flip-flops | 52.94
AND-OR/OR-AND | 23.88
XOR/XNOR | 0.04396
buffers and inverters | 5.191
AND/OR/NAND/NOR | 17.17
multiplexers | 0.7449
adder cells (fa/ha/maj) | 0.02512
[per-stage QoR]
stage,instances,util [%],instance area [um^2],hold WS [ns],worst slack (ns)
3_3_place_gp,48654,36.80,365300,0.4267,69.26
3_5_place_dp,48666,36.82,365600,0.4298,69.21
2_1_floorplan,31744,-,298800,0.4222,70.47
4_1_cts,49837,38.97,386900,0.4437,70.35
[routing by layer]
metal / overflow / track usage [%]
met2: 164184 / 174.6
met4: 20879 / 105.4
met1: 101344 / 143.0
met3: 28490 / 104.7
met5: 2335 / 91.12
